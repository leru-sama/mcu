[flow/constraint.sdc]
current_design Processor

set clk_period 9.9
set clk_io_pct 0.2

create_clock -name clk0 -period $clk_period [get_ports {clk}]

set non_clock_inputs [all_inputs -no_clocks]
set_input_delay [expr $clk_period * $clk_io_pct] -clock clk0 $non_clock_inputs
set_output_delay [expr $clk_period * $clk_io_pct] -clock clk0 [all_outputs]
[flow/run.sh]
#!/bin/bash
# OpenROAD 26Q1-2900-gdf79404cd8, Yosys 0.63+post, stock flow scripts
make -C /OpenROAD-flow-scripts/flow DESIGN_CONFIG=/design/flow/config.mk WORK_HOME=/design/flow/orfs finish
[flow/design.v]
module ALU(
    input   wire                clk,
    input   wire                rstn,
    input   wire[2:0]           Sel_i,
    input   wire[7:0]           D0_i,
    input   wire[7:0]           D1_i,
    output  wire[7:0]           Q_o,
    output  wire                Valid_o
);
wire[7:0]   AdderOut;
wire[7:0]   MulOut;
wire[7:0]   ShifterOut;
wire[7:0]   SubOut;
reg[7:0]    Result;
always @(*) begin
    case(Sel_i)
        3'h0:   Result <= 8'hx;
        3'h1:   Result <= AdderOut;
        3'h2:   Result <= MulOut;
        3'h3:   Result <= SubOut;
        3'h4:   Result <= ShifterOut;
        default Result <= 8'hx;
    endcase
end
assign Q_o      =   Result;
assign Valid_o  =   1'b1;
Adder   Adder0(
    .D0_i           (D0_i),
    .D1_i           (D1_i),
    .Q_o            (AdderOut)
);
Substracter   Sub0(
    .D0_i           (D0_i),
    .D1_i           (D1_i),
    .Q_o            (SubOut)
);
Multiplier   Multiplier0(
    .D0_i           (D0_i),
    .D1_i           (D1_i),
    .Q_o            (MulOut)
);
shifter   Shifter0(
    .D_i                (D0_i),
    .Shift_i            (D1_i),
    .Q_o                (ShifterOut)
);
endmodule
module Adder(
    input   wire[7:0]   D0_i,
    input   wire[7:0]   D1_i,
    output  wire[7:0]   Q_o
);
assign Q_o = D0_i + D1_i;
endmodule
module Multiplier(
    input   wire[7:0]   D0_i,
    input   wire[7:0]   D1_i,
    output  wire[7:0]   Q_o
);
assign Q_o = D0_i * D1_i;
endmodule
module shifter(
    input   wire[7:0]   D_i,
    input   wire[7:0]   Shift_i,
    input   wire        Dir_i,       
    output  wire[7:0]   Q_o
);
assign Q_o = Dir_i ? D_i >> Shift_i : D_i << Shift_i;
endmodule
module Substracter(
    input   wire[7:0]   D0_i,
    input   wire[7:0]   D1_i,
    output  wire[7:0]   Q_o
);
assign Q_o = D0_i - D1_i;
endmodule
module Calculate(
    input   wire            clk,
    input   wire            rstn,
    input   wire[1:0]       RegSel0_i,
    input   wire[1:0]       RegSel1_i,
    input   wire[2:0]       RegSrc_i,   
    input   wire[2:0]       ALUSel_i,
    input   wire            RDOnly_i,
    output  wire[31:0]      Regs_o,
    input   wire[7:0]       ExternVal_i,
    output  wire[7:0]       ExternVal_o,
    output  wire[7:0]       ExternAddr_o,
    output  wire            Halt_o
);
genvar i;
wire    [7:0]   reg0;
wire    [7:0]   reg1;
reg     [7:0]   ALUData0;
always @(*) begin
    case(RegSel0_i)
    2'h0:   ALUData0 <= reg0;
    2'h1:   ALUData0 <= reg1;
    2'h3:   ALUData0 <= ExternVal_i;
    default:ALUData0 <= 8'hx;
    endcase
end
reg     [7:0]   ALUData1;
always @(*) begin
    case(RegSel1_i)
    2'h0:   ALUData1 <= reg0;
    2'h1:   ALUData1 <= reg1;
    2'h3:   ALUData1 <= ExternVal_i;
    default:ALUData1 <= 8'hx;
    endcase
end
wire    [7:0]   ALUQ;
wire            ALUValid;
ALU ALU0(
    .clk            (clk),
    .rstn           (rstn),
    .Sel_i          (ALUSel_i),
    .D0_i           (ALUData0),
    .D1_i           (ALUData1),
    .Q_o            (ALUQ),
    .Valid_o        (ALUValid)
);
wire    [31:0]  gereal_regs;
wire    [3:0]   RegEn;
generate
    for(i=0;i<4;i=i+1)  begin
        assign RegEn[i] = i==RegSel0_i    ? 1'b1 : 1'b0;
    end
endgenerate
reg     ALU_On;
always @(posedge clk or negedge rstn) begin
    if(~rstn) 
        ALU_On <= 1'b0;
    else if(|ALUSel_i)
        ALU_On <= 1'b1;
    else 
        ALU_On <= 1'b0;
end
wire    ALU;
assign ALU = |ALUSel_i | ALU_On;
wire    [7:0]   PC;
wire    [7:0]   LR;
generate
    for(i = 0 ;i < 4; i = i + 1)
        GeneralReg  Reg(
            .clk            (clk),
            .rstn           (rstn),
            .en_i           (RegEn[i] & ~RDOnly_i & (|ALUSel_i ?  ALUValid : 1'b1)),
            .SrcSel_i       (RegSrc_i),
            .Reg_o          (gereal_regs[8*i+7:8*i]),
            .Src0_i         (reg0),
            .Src1_i         (reg1),
            .Src4_i         (ExternVal_i),
            .Src3_i         (LR),
            .Src2_i         (PC),
            .Src7_i         (ALUQ)
        );
endgenerate
assign reg0 = gereal_regs[7:0];
assign reg1 = gereal_regs[15:8];
assign PC   = gereal_regs[23:16];
assign LR   = gereal_regs[31:24];
reg[7:0]    ExternVal;
always @(*) begin
    case(RegSel0_i)
    2'h0:   ExternVal <= reg0;
    2'h1:   ExternVal <= reg1;
    2'h2:   ExternVal <= PC;
    2'h3:   ExternVal <= LR;
    default:ExternVal <= 2'hx;
    endcase
end
assign Halt_o = ALU ? ~ALUValid : 1'b0;
assign Regs_o  = gereal_regs;
assign ExternVal_o  = ExternVal;
assign ExternAddr_o = |RegSel1_i ? reg1 : reg0;
endmodule
module CmdDecoder (
    input   wire            clk,
    input   wire            rstn,
    input   wire[7:0]       cmd,
    output  wire[1:0]       RegSel0_o,
    output  wire[1:0]       RegSel1_o,
    output  wire[2:0]       RegSrc_o,
    output  wire[2:0]       ALUSel_o,
    output  wire            RDOnly_o,
    output  wire            RDRequest_o,
    output  wire            WRRequest_o,
    output  wire[7:0]       ExternVal_o,
    output  wire            Halt_o,
    output  wire            ExternSel_o,
    output  wire[7:0]       ImmData_o
);
reg[2:0]    RegSrc;
always @(*) begin
    case(cmd[7:5])
    3'h5 : RegSrc = 3'h4;
    3'h7: RegSrc = cmd[4] == cmd[3] ? 3'h4 : {2'b0,cmd[3]};
    3'h1 : RegSrc = 3'h7;
    3'h2 : RegSrc = 3'h7;
    3'h3 : RegSrc = 3'h7;
    3'h4:RegSrc = 3'h7;
    default  : RegSrc = 3'bx;
    endcase
end
reg[2:0]    RegSrcReg;
always @(posedge clk or negedge rstn) begin
    if(~rstn)
        RegSrcReg <= 3'b0;
    else 
        RegSrcReg <= RegSrc;
end
reg[2:0]    ALUSel;
always @(*) begin
    case(cmd[7:5])
    3'h1 : ALUSel = 3'h1;
    3'h2 : ALUSel = 3'h3;
    3'h3 : ALUSel = 3'h2;
    3'h4:ALUSel = 3'h4;
    default  : ALUSel = 3'b0;
    endcase
end
reg         RDOnly;
always @(*) begin
    case(cmd[7:5])
    3'h5 : RDOnly = 1'b0;
    3'h0 : RDOnly = 1'b1;
    3'h7: RDOnly = 1'b0;
    3'h1 : RDOnly = 1'b0;
    3'h2 : RDOnly = 1'b0;
    3'h3 : RDOnly = 1'b0;
    3'h4:RDOnly = 1'b0;
    3'h6 : RDOnly = 1'b1;
    default  : RDOnly = 1'bx;
    endcase
end
reg         RDOnlyReg;
always @(posedge clk or negedge rstn) begin
    if(~rstn)
        RDOnlyReg <= 1'b0;
    else 
        RDOnlyReg <= RDOnly;
end
reg[1:0]    RegSel0;
always @(*) begin
    if(cmd[7:5] == 3'h7)  
        RegSel0 <= cmd[4] ? 2'h2 : 2'h3;         
    else
        RegSel0 <= {1'b0,cmd[4]};
end
reg[1:0]    RegSel0Reg;
always @(posedge clk or negedge rstn) begin
    if(~rstn)
        RegSel0Reg <= 2'b0;
    else 
        RegSel0Reg <= RegSel0;
end
reg[1:0]    RegSel1;
always @(*) begin
    case(cmd[7:5])
    3'h1 : RegSel1 = cmd[4] == cmd[3] ? 2'h3 :  {1'b0,cmd[3]};
    3'h2 : RegSel1 = cmd[4] == cmd[3] ? 2'h3 :  {1'b0,cmd[3]};
    3'h3 : RegSel1 = cmd[4] == cmd[3] ? 2'h3 :  {1'b0,cmd[3]};
    3'h4:RegSel1 = cmd[4] == cmd[3] ? 2'h3 :  {1'b0,cmd[3]};
    3'h5 : RegSel1 = cmd[3];
    3'h6 : RegSel1 = cmd[3];
    default  : RegSel1 = 3'bx;
    endcase
end
reg[1:0]    RegSel1Reg;
always @(posedge clk or negedge rstn) begin
    if(~rstn)
        RegSel1Reg <= 2'b0;
    else 
        RegSel1Reg <= RegSel1;
end
reg    Pause;
always @(posedge clk or negedge rstn) begin
    if(~rstn)  
        Pause <= 1'b0;
    else begin
        if(cmd[7:5] == 3'h5)
            Pause <= 1'b1;
        else if(Pause)
            Pause <= 1'b0;
    end
end
reg[7:0]    cmdReg;
always @(posedge clk or negedge rstn) begin
    if(~rstn)
        cmdReg <= 8'b0;
    else 
        cmdReg <= cmd;
end
wire    Halt;
assign Halt = cmd[7:5] == 3'h5 ;
assign ExternSel_o = (cmd[7:5] == 3'h5  | cmd[7:5] == 3'h7 | cmdReg[7:5] == 3'h5) ? 1'b1 : 1'b0;
assign Halt_o = Halt;
assign RegSel0_o = Pause  ? RegSel0Reg : RegSel0;
assign RegSel1_o = Pause  ? RegSel1Reg : RegSel1;
assign RegSrc_o  = Pause  ? RegSrcReg  : RegSrc;
assign ALUSel_o  = ALUSel;
assign RDOnly_o  = Pause  ? RDOnlyReg  : RDOnly;
assign ImmData_o = {5'h0,cmd[2:0]};
assign RDRequest_o = ((cmd[7:5] == 3'h5) | (cmd[7:5] == 3'h7)) ? 1'b1 : 1'b0;
assign WRRequest_o = cmd[7:5] == 3'h6  ? 1'b1 : 1'b0;
endmodule
module GeneralReg(
    input   wire                clk,
    input   wire                rstn,
    input   wire[2:0]           SrcSel_i,
    input   wire                en_i,
    input   wire[7 : 0]         Src0_i,
    input   wire[7 : 0]         Src1_i,
    input   wire[7 : 0]         Src2_i,
    input   wire[7 : 0]         Src3_i,
    input   wire[7 : 0]         Src4_i,
    input   wire[7 : 0]         Src5_i,
    input   wire[7 : 0]         Src6_i,
    input   wire[7 : 0]         Src7_i,
    output  wire[7 : 0]         Reg_o
);
reg[7 : 0]    SelData;
always @(*) begin
    case(SrcSel_i)
        3'h0:       SelData <= Src0_i;
        3'h1:       SelData <= Src1_i;
        3'h2:       SelData <= Src2_i;
        3'h3:       SelData <= Src3_i;
        3'h4:       SelData <= Src4_i;
        3'h5:       SelData <= Src5_i;
        3'h6:       SelData <= Src6_i;
        3'h7:       SelData <= Src7_i;
        default:    SelData <= 8'hx;
    endcase
end
reg[7 : 0]    RegData;
always @(posedge clk or negedge rstn) begin
    if(~rstn)   
        RegData <= 8'h0;
    else if(en_i) 
        RegData <= SelData;
    else        
        RegData <= RegData;
end
assign Reg_o = RegData;
endmodule
module Kernel(
    input   wire        clk,
    input   wire        rstn,
    input   wire[7:0]   Cmd_i,
    output  wire[31:0]  Regs_o,
    input   wire[7:0]   ExternVal_i,
    output  wire[7:0]   ExternVal_o,
    output  wire[7:0]   ExternAddr_o,
    output  wire        RDRequest_o,
    output  wire        WRRequest_o,
    output  wire        Halt_o
);
wire        Pause;
wire[1:0]   RegSel0;
wire[1:0]   RegSel1;
wire[2:0]   RegSrc;
wire[2:0]   ALUSel;
wire        RDOnly;
wire[7:0]   ImmData;
wire[7:0]   ExternVal;
wire        Sel;
assign      ExternVal = Sel  ? ExternVal_i : ImmData;
wire    CmdHalt;
CmdDecoder cmddecoder0(
    .clk            (clk),
    .rstn           (rstn),
    .cmd            (Cmd_i),
    .RegSel0_o      (RegSel0),
    .RegSel1_o      (RegSel1),
    .RegSrc_o       (RegSrc),
    .ALUSel_o       (ALUSel),
    .RDOnly_o       (RDOnly),
    .ImmData_o      (ImmData),
    .RDRequest_o    (RDRequest_o),
    .WRRequest_o    (WRRequest_o),
    .Halt_o         (CmdHalt),
    .ExternSel_o    (Sel)
);
wire    CalculateHalt;
Calculate   calculate0(
    .clk            (clk),
    .rstn           (rstn),
    .RegSel0_i      (RegSel0),
    .RegSel1_i      (RegSel1),
    .RegSrc_i       (RegSrc),
    .ALUSel_i       (ALUSel),
    .RDOnly_i       (RDOnly),
    .ExternVal_i    (ExternVal),
    .Regs_o         (Regs_o),
    .Halt_o         (CalculateHalt),
    .ExternVal_o    (ExternVal_o),
    .ExternAddr_o   (ExternAddr_o)
);  
assign Halt_o = CalculateHalt | CmdHalt;
endmodule
module Processor(
    input   wire        clk,
    input   wire        rstn,
    output  wire        LRMasterRD_o,
    output  wire        LRMasterWR_o,
    input   wire[7:0]   LRMasterRDData_i,
    output  wire[7:0]   LRMasterWRData_o,
    output  wire[7:0]   LRMasterAddr_o,
    output  wire        LROccupy_o
);
wire        Halt;
reg[2:0]    State;
always @(posedge clk or negedge rstn) begin
    if(~rstn)
        State <= 3'b0;
    else begin
        case(State)
        3'h0:    State <=   3'h1;
        3'h1:   State <= Halt ? State : 3'h2;
        3'h2: State <= Halt ? State : 3'h3;
        3'h3: State <= Halt ? State : 3'h1;
        default:        State <= 3'h0;
        endcase
    end
end
reg[2:0]    StateReg;
always @(posedge clk or negedge rstn) begin
    if(~rstn)
        StateReg <= 3'b0;
    else 
        StateReg <= State;
end
wire[7:0]   PC;
wire[7:0]       ExternAddr_o;
reg[7:0]    Addr;
always @(posedge clk or negedge rstn) begin
    if(~rstn)
        Addr <= 8'h0;
    else
        Addr <= PC;
end
reg[7:0]    cmd;
always @(posedge clk or negedge rstn) begin
    if(~rstn)
        cmd <= 8'h0;
    else begin
        if(StateReg == 3'h1)
            cmd <= 8'h0;
        else if(StateReg == 3'h2)
            cmd <= LRMasterRDData_i;
        else if(StateReg == 3'h3)
            cmd <= {3'h7,2'b11,3'b0};
    end
end
wire            RDRequest_o;
wire            WRRequest_o;
wire[7:0]       ExternVal_o;
wire[7:0]       ExternVal_i;
wire[31:0]       Regs;
Kernel  kernel(
    .clk            (clk),
    .rstn           (rstn),
    .Cmd_i          (cmd),
    .Regs_o         (Regs),
    .ExternVal_i    (ExternVal_i),
    .ExternVal_o    (ExternVal_o),
    .RDRequest_o    (RDRequest_o),
    .WRRequest_o    (WRRequest_o),
    .ExternAddr_o   (ExternAddr_o),
    .Halt_o         (Halt)
);
assign ExternVal_i      = State == 3'h2 ? PC + 8'b1 : LRMasterRDData_i;
assign LRMasterAddr_o   = State == 3'h2 ?  Addr : ExternAddr_o;
assign LRMasterWRData_o = ExternVal_o;
assign LRMasterRD_o     = RDRequest_o;
assign LRMasterWR_o     = WRRequest_o;
assign PC = Regs[23:16];
endmodule
[flow/config.mk]
export PLATFORM = sky130hd
export DESIGN_NAME = Processor
export DESIGN_NICKNAME = Processor
export VERILOG_FILES = /design/flow/design.v
export SDC_FILE = /design/flow/constraint.sdc
export NUM_CORES = 4
export LEC_CHECK = 1
export CORE_UTILIZATION = 30
export SYNTH_HDL_FRONTEND = slang
==> run notes <==
run metrics: run status=completed, number of warnings in the stage logs=29, number of design-rule violations left by the first detailed-router iteration=627, worst-case reg-to-reg path depth=24, # setup viols final=0, number of distinct library cells after synthesis=73, Reg2Reg Launch Point=State[0], max-slew violation count=0, clock sinks=~64, Port Buf Inserts=27, htree depth=3, non-filler cells, final=1,079, worst r2r dst=kernel.calculate0.genblk2[1].Reg.Reg_o[7], TritonCTS buffer count=9, clock transition time at the flip-flop clock pins of the worst setup and hold paths=60 ps, most frequently placed logic cells in the final layout=136 x sky130_fd_sc_hd__nand2_1, 82 x sky130_fd_sc_hd__nor2_1, 64 x sky130_fd_sc_hd__dfrtp_1, 44 x sky130_fd_sc_hd__inv_1, 42 x sky130_fd_sc_hd__o21ai_0, overall overflow remaining after global route=0, Worst-Margin Slew=910 ps, total global-route track usage=20.1%, first-pass GRT wire length=between 30,000 and 40,000 um, Post-Route Utilization=35.0%, hold endpoint=StateReg[1], Via Count=6,044, arrival time of the worst setup path=8190 ps, RSZ-0062 raised after global routing=no, share of the cycle needed by the critical path after routing=80.1%, share of cells above drive strength 1=7.66%, buffer count from post-CTS setup fixing=0, sequential-to-total area share from yosys stat=25.8%, wire length on met3=1670 um, mean post-synth cell area=7.79 um^2, number of hold buffers added after CTS=0, total negative slack=0 ps, amount of wire on met2 after detailed routing=8980 um, maximum net fanout on the critical path=7, synthesis-to-layout area growth=14.1%, launch instance of the worst min-delay path=State[1], EDFF count, synth=0, top layer used by detailed routing=met4, number of global-route vias before repair=5,893, CTS Buffer Depth=2, clock root buffer master=sky130_fd_sc_hd__clkbuf_16, DIE HEIGHT=146 um, CP peak stage delay=650 ps, HPWL reported at the end of detailed placement=roughly 15,000 um, reg-to-reg slack, setup=~2900 ps, least setup slack across all paths after layout=roughly 2000 ps, Clock Latency Late Sink=330 ps, routed length per placed instance=roughly 19 um, Row Count=52, count of nets left with antenna violations after detail routing=0, area of the mapped netlist=approximately 6200 um^2, Gate Count Post-Synth=around 800, critical path endpoint category=register, library cell occupying the most area in the post-synthesis netlist=sky130_fd_sc_hd__dfrtp_1, max capacitance violation total=0, post-synthesis register bit count=64, clock tree from TritonCTS=done, final worst clock skew=9.63 ps, top-level port count=29, Pre-Place Util=a little under a third, maximum number of pins on one net before global-route repair=41, required time of the critical path=10,160 ps, Slowest-stage cell, CP=sky130_fd_sc_hd__o21ai_0, achievable frequency=about 0.13 GHz, post-route met1 wirelength=8820 um, Filler Cell Count=2,078, Yosys Warn Count=about 66, count of cells along the worst hold path=0, post-cts gate resize count=0, crit-path cells=clkdlybuf4s50_1 > nor2b_1 > a221oi_1 > o31ai_1 > o21ai_0 > inv_1 > and2_1 > ha_1 > fa_1 > ha_1 > inv_1 > fa_1 > inv_1 > fa_1 > a21o_1 > a21oi_1 > xnor2_1 > xnor3_1 > xnor3_1 > a211oi_2 > a211oi_1 > a31oi_1, overall die width=between 100 and 150 um, total count of hold-check failures in the final report=0, total die size=21,300 um^2, number of vias per cell after detailed routing=approximately 5.6, total antenna diodes in the routed design=0, Chip Area, Yosys=between 6000 and 7000 um^2, most common logic cell in the routed design=sky130_fd_sc_hd__nand2_1, Startpoint Class=input port, Async SR Flop Fraction=100%, leading register cell type out of synthesis=sky130_fd_sc_hd__dfrtp_1, area share, top type=between 20% and 30%, top area cells in the synthesized netlist=sky130_fd_sc_hd__dfrtp_1 26%, sky130_fd_sc_hd__nand2_1 8.2%, sky130_fd_sc_hd__ha_1 6.3%, detailed-route DRC error count=0, Post-Route WL=20,300 um, placed cell count=1,064, crit path time final=7930 ps, worst slew margin relative to its limit=39.1%, cell count in the Yosys report=796, min-delay worst type=reg2reg, core region area=20,200 um^2, post-place setup slack=1680 ps, GP Congestion=0.984, number of antenna violations at the first check in global routing=0, number of iterations in the first detailed-routing pass=6, category of the most critical setup path=in2reg
cell type report:
class / instances / area, um^2 / area share (%)
inverter: 47 / 176 / 2.49
clock buffer: 12 / 246 / 3.48
tap: 270 / 338 / 4.77
timing repair buffer: 46 / 408 / 5.76
sequential: 64 / 1600 / 22.6
multi-input combinational: 637 / 4220 / 59.6
clock inverter: 3 / 90.1 / 1.27
how the worst max path moves through the flow:
| stage | start | slack, ps | to | cells after the start |
|---|---|---|---|---|
| final | LRMasterRDData_i[1] | 1970 | kernel.calculate0.genblk2[1].Reg.Reg_o[7] | 22 |
| after global routing | LRMasterRDData_i[1] | 1590 | kernel.calculate0.genblk2[1].Reg.Reg_o[7] | 22 |
| after CTS | LRMasterRDData_i[1] | 2020 | kernel.calculate0.genblk2[1].Reg.Reg_o[7] | 22 |
synth_stat cells, drive strengths merged (17+ instances only):
cell    number
clkbuf      31
nor2        83
xnor2       19
inv         47
a31oi       19
dfrtp       64
ha          31
o21ai       47
mux2i       18
buf         17
a21oi       40
nand2      137
flip-flops by register name (all words and copies together) (netlist names):
register,cells
State,2
cmd,8
kernel.cmddecoder0.RegSel0Reg,2
kernel.calculate0.genblk2.Reg.Reg_o,32
kernel.cmddecoder0.RegSrcReg,3
kernel.cmddecoder0.cmdReg,3
kernel.cmddecoder0.Pause,1
Addr,8
kernel.cmddecoder0.RDOnlyReg,1
StateReg,2
kernel.cmddecoder0.RegSel1Reg,2
metal layers:
layer  vias up  track usage (%)
li1       2836                -
met1      2836             29.6
met2       299             30.4
met3        73             3.78
met4         0             6.47
met5         -                0
cells by family after synthesis:
group,Yosys count,synth area share (%)
adders and majority gates,44,10.4
xor gates and xnor gates,32,5.53
muxes,27,5.46
and+or+nand+nor,309,21.9
DFF,64,25.8
AOI/OAI and AO/OA,224,24.6
buffers and inverters,95,6.19
other,1,0.0604
metrics by stage:
step	instance area [um^2]	hold slack, ps
2_1_floorplan	6200	349
3_5_place_dp	6740	424
3_3_place_gp	6740	418
4_1_cts	7080	437
6_report	7080	432
5_1_grt	7080	453
critical path: cells and delay by family:
family,cells,cell delay (ps)
and+or+nand+nor,2,430
xor gates and xnor gates,3,810
adders and majority gates,5,1970
AOI/OAI and AO/OA,8,2120
buffers and inverters,4,880
