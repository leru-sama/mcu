## /design/flow/run.sh

```bash
#!/bin/bash
# OpenROAD 26Q1-2900-gdf79404cd8, Yosys 0.63+post, stock flow scripts
make -C /OpenROAD-flow-scripts/flow DESIGN_CONFIG=/design/flow/config.mk WORK_HOME=/design/flow/orfs finish
```

## /design/flow/config.mk

```make
export PLATFORM = sky130hd
export DESIGN_NAME = AvalonMem
export DESIGN_NICKNAME = AvalonMem
export VERILOG_FILES = /design/flow/design.v
export SDC_FILE = /design/flow/constraint.sdc
export NUM_CORES = 4
export LEC_CHECK = 1
export CORE_UTILIZATION = 50
export SYNTH_HDL_FRONTEND = slang
```

## /design/flow/constraint.sdc

```tcl
current_design AvalonMem

set clk_period 4.0
set clk_io_pct 0.2

create_clock -name clk0 -period $clk_period [get_ports {clk}]

set non_clock_inputs [all_inputs -no_clocks]
set_input_delay [expr $clk_period * $clk_io_pct] -clock clk0 $non_clock_inputs
set_output_delay [expr $clk_period * $clk_io_pct] -clock clk0 [all_outputs]
```

## /design/flow/design.v

```verilog
module  AvalonMem(
    input   wire                clk,
    input   wire                rstn,
    input   wire    [5:0]      AvalonAddr_i,
    input   wire                AvalonRead_i,
    input   wire                AvalonWrite_i,
    output  wire    [7:0]     AvalonReadData_o,
    input   wire    [7:0]     AvalonWriteData_i,
    input   wire                AvalonLock_i,
    output  wire                AvalonWaitReq_o
);
reg     [7:0] Mem [5:0];
initial begin
    $readmemh("F:/code/Soc/mcu/src/code.hex",Mem);
end
reg     [5:0]  ReadAddr;
always@(posedge clk or negedge rstn) begin
    if(~rstn)
        ReadAddr    <=  8'h0;
    else if(AvalonRead_i)
        ReadAddr    <=  AvalonAddr_i[5:0];
end
always@(posedge clk) begin
    if(AvalonWrite_i)
        Mem[AvalonAddr_i]    <=  AvalonWriteData_i;
end
assign  AvalonReadData_o    =   Mem[ReadAddr];
assign  AvalonWaitReq_o =   1'b0;
endmodule
```

==> Table 3: Implementation characteristics <==
Physical implementation characteristics

Parameter                              Value

Status
  Outcome    finished, final reports clean

Setup path
  Required time worst endpoint    3.20 ns
  Cell breakdown of the critical path    nor2b_1, a22o_1, a21oi_1, clkdlybuf4s50_1
  Critical-path maximum fanout    11
  Crit path capture type    primary output
  Kind of cell adding the most delay to the critical path    simple AND/OR/NAND/NOR gates
  Startpoint type of the worst setup path    flip-flop
  Worst setup path class    reg -> out
  Critical path buffers and inverters    1
  Slowest stage cell on the critical path    nor2b_1
  Biggest cell delay along the critical path    0.62 ns
  Data arrival, critical path    2.23 ns

Route
  Detailed router's first-iteration violation count    95
  First-pass detailed-route iteration total    4
  Routed Wire Length    3190 um
  Post-detailed-route via-to-cell ratio    5.34
  Vias post-DR    1015
  N_diodes    0
  Detailed-route DRC error count    0
  Final routed wire length divided by cell count    16.8 um
  Tally of nets with antenna violations remaining after routing    0

Floorplan
  Floorplan die height    65.8 um
  Core outline area    3770 sq um
  Horiz. Die Dim    65.8 um
  Number of core rows    22
  Full die area    4330 sq um
  Starting utilization of the core area    53.9%
  Number of primary I/O pins    28

Power
  Power after layout    1.03 mW
  Peak supply drop    0.259 mV
  P_leak    0.854 nW
  Power density over cell area    429 nW/um^2

Timing
  Max transition margin    40.5%
  Max-slew violations    0
  Final number of setup-violating endpoints    0
  Worst Skew    0 ns
  Part of the cycle the worst path needs    75.7%
  Setup tns final    0 ns
  Clock period minus worst slack    3.03 ns
  Max Fclk    330 MHz
  Setup repair after global routing missed its margin    false
  Worst-margin pin slew    0.889 ns
  Setup ws final    0.973 ns
  Hold Fails Final Rpt    0

Global route
  First-pass GRT wire length    5010 um
  Global routing usage summed across all routing layers    18.2%
  Vias in the first global route    1049
  Overflow left after global routing    0
  Antenna violations before repair    0
  Maximum number of pins on one net before global-route repair    26

CTS
  Clock buffer count from CTS    5
  Clock tree from TritonCTS    done
  Post-CTS setup buffer count    0
  Clock sink count    51
  # hold bufs at CTS    0
  Buffers from clock root to sink, at most    2
  CTS H-Tree Depth    2
  Root Buffer    clkbuf_8
  Post-CTS sizing    0
  Latest clock arrival within the worst-skew pair    0.29 ns
  Clock slew at reported path FFs    0.08 ns

Synthesis
  Synthesis-stage register bit count    51
  Cell with the most instances after synthesis    edfxtp_1
  Area fraction in mux cells    13.5%
  FA/HA/MAJ Cells, Area Fraction    0%
  Chip area from the yosys synthesis statistics    2030 sq um
  Area of the mapped netlist    2030 sq um
  Largest family of logic cells by area    multiplexers
  Post-synthesis sequential area ratio    74.5%
  Share of synthesized cell area in and-or and or-and compound cells    5.97%
  Most used flip-flop cell after synthesis    edfxtp_1
  Cell type with the largest total area after synthesis    edfxtp_1
  Distinct lib cells used    19
  Fraction of synthesis flops using an asynchronous set or reset pin    5.88%
  Cell types occupying the most area after synthesis    edfxtp_1 (71%), mux2i_1 (12%), dfrtp_1 (3.7%), a22o_1 (3.4%), mux2_2 (1.7%)
  Simple-gate area share of the yosys netlist    2.83%
  Post-synthesis xor/xnor area fraction    0%
  Post-synthesis area per instance    18.0 sq um
  Post-synthesis cell count from yosys    113
  Number of synthesized flops with an enable pin    48
  Top cells by count, synth    edfxtp_1 (48), mux2i_1 (24), a22o_1 (8), a21oi_1 (5), nor2_1 (5)
  Number of cells produced by synthesis    113
  Share of the synthesized area in the top cell type    70.8%
  Ys Warns    0

Place
  Worst slack after detailed placement    1.27 ns
  Post-Place Cell Area    2290 sq um
  Port Buffer Count    22
  Final HPWL DP    1990 um
  Final GP Congestion    0.742

Finish
  Synthesis-to-finish area growth    17.5%
  Count of fill cells added during filler insertion    260
  Ratio of cells with drive above 1 in the final layout    12.7%
  Post-route cell area    2390 sq um
  Final Util    63.4%

Job
  Number of max-cap violations    0
  Tool warning count    30

Hold path
  Worst hold path type    reg -> reg
-- logic make-up after synthesis --
| kind of cell | after synthesis |
|---|---|
| compound gates | 16 |
| buf+inv | 6 |
| flops | 51 |
| mux | 27 |
| other cells | 1 |
| simple gates | 12 |
-- path summary, 6_finish.rpt --
kind	slack, ns	start	end	depth (start not counted)
min in group asynchronous	0.68	rstn	ReadAddr[0]$_DFFE_PN0P_	1
hold / removal	0.55	ReadAddr[1]$_DFFE_PN0P_	ReadAddr[1]$_DFFE_PN0P_	1
max in group asynchronous	3.18	rstn	ReadAddr[1]$_DFFE_PN0P_	1
setup / recovery	0.97	ReadAddr[2]$_DFFE_PN0P_	AvalonReadData_o[1]	4
setup reg to reg	2.95	ReadAddr[0]$_DFFE_PN0P_	ReadAddr[0]$_DFFE_PN0P_	2
hold reg to reg	0.55	ReadAddr[1]$_DFFE_PN0P_	ReadAddr[1]$_DFFE_PN0P_	1
-- flip-flops by register name, summed over array words and instances (netlist names) --
name,count
Mem,48
ReadAddr,3
-- cells in the final DEF (no fill, tap or decap) --
cell and count:
nand2_1 1, clkbuf_8 7, a21oi_1 5, clkdlybuf4s50_1 22, nor3_1 2, dfrtp_1 3, edfxtp_1 48, nor2b_1 1
a21oi_2 3, clkbuf_1 1, mux2i_1 24, mux2_2 3, buf_4 5, nand2b_1 3, conb_1 1, a22o_1 8
nor2_1 5
-- worst reg2reg max path: stages (launching register included) --
cell and delay (ns):
dfrtp_1 0.37, buf_4 0.26, mux2_2 0.31
-- through the flow --
step	hold slack (ns)	std cells
floorplan	0.496	113
global placement	0.513	182
detailed placement	0.526	182
CTS	0.546	190
global route	0.583	190
finish	0.548	190
-- area by class of cell --
type	count	area, sq um	area share (%)
clock buffers	8	100	4.19
well taps	48	60.1	2.51
repair buffers	27	258	10.8
multi-input cells	56	457	19.1
flip-flops and latches	51	1520	63.4
-- routing by layer --
| metal | up-vias | track usage, % | wire, um |
|---|---|---|---|
| met1 | 481 | 26.1 | 1270 |
| li1 | 490 | - | - |
| met3 | 4 | 7.69 | 309 |
| met4 | 0 | 2.45 | 27 |
| met2 | 40 | 29.2 | 1580 |
| met5 | - | 0 | 0 |
-- power by group --
group	internal (mW)	total, mW	switching [mW]
logic	0.0671	0.116	0.0489
registers	0.603	0.612	0.00909
clock network	0.158	0.299	0.141
No activity file was given, so power comes from the tool's default toggle rates.
